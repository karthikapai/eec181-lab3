[flow/run.sh]
#!/bin/bash
# OpenROAD 26Q1-2900-gdf79404cd8, Yosys 0.63+post, stock flow scripts
make -C /OpenROAD-flow-scripts/flow DESIGN_CONFIG=/design/flow/config.mk WORK_HOME=/design/flow/orfs finish
[flow/config.mk]
export PLATFORM = sky130hd
export DESIGN_NAME = reg32
export DESIGN_NICKNAME = reg32
export VERILOG_FILES = /design/flow/design.v
export SDC_FILE = /design/flow/constraint.sdc
export NUM_CORES = 4
export LEC_CHECK = 1
export CORE_UTILIZATION = 30
[flow/constraint.sdc]
current_design reg32

set clk_period 1.5
set clk_io_pct 0.2

create_clock -name clk0 -period $clk_period [get_ports {clk}]

set non_clock_inputs [all_inputs -no_clocks]
set_input_delay [expr $clk_period * $clk_io_pct] -clock clk0 $non_clock_inputs
set_output_delay [expr $clk_period * $clk_io_pct] -clock clk0 [all_outputs]
[flow/design.v]
module reg32 (clk, D, byteenable, reset_n, Q);
input reset_n, clk;
input [31:0] D;
input [3:0] byteenable;
output reg [31:0] Q;
always @(posedge clk or negedge reset_n)
begin 
	if(!reset_n)
		Q[31:0] <= 32'b0000_0000_0000_0000_0000_0000_0000_0100;
	else 
	  begin
		if(byteenable[3:0] == 4'b1111)
			Q[31:0] <= D[31:0];
		else if(byteenable[3:0] == 4'b0011)
			Q[15:0] <= D[15:0];
		else if(byteenable[3:0] == 4'b1100)
			Q[31:16] <= D[31:16];
		else if(byteenable[3:0] == 4'b0001)
			Q[7:0] <= D[7:0];
		else if(byteenable[3:0] == 4'b0010)
			Q[15:8] <= D[15:8];
		else if(byteenable[3:0] == 4'b0100)
			Q[23:16] <= D[23:16];
		else if(byteenable[3:0] == 4'b1000)
			Q[31:24] <= D[31:24];
		else
			Q <= D;
	  end
end
endmodule 
==> run summary <==
run results: pin count of the biggest net entering global routing=33, crit path DRT=1200 ps, TritonCTS Sinks=32, clock tree from TritonCTS=built, number of port buffers=69, setup-violating endpoint count in the final report=0, worst-margin pin slew=236 ps, post-route antenna net violation count=0, Core Util at FP=32.3%, run status=complete, no violations, largest stage delay on the critical path=470 ps, Peak VDD IR=0.000475 V, kind of end point of the critical path=primary output, critical path arrival=1100 ps, buffer and inverter count on the worst path=1, first drt pass iteration count=2, count of synthesis-stage warnings from yosys=1, number of global-route vias before repair=949, buffer type at the clock tree root=clkbuf_8, number of antenna violations at the first check in global routing=0, overall routed net length=2700 µm, dominant logic cell type in the layout=clkdlybuf4s50_1, Top cell area share=57.9%, GRT Residual Overflow=0, cells traversed along the worst timing path=clkdlybuf4s50_1, layout-stage area growth over the synthesis result=70.5%, worst-case clock buffer depth=2, chip area=4740 µm², netlist area before placement=1340 µm², total core area=4140 µm², slowest cell on the critical path=clkdlybuf4s50_1, synth top area cells=dfrtp_1, mux2_2, mux2_4, half-perimeter wire length of the detailed placement result=2070 µm, max_cap viols=0, top cell type by total area after synthesis=dfrtp_1, worst-case setup slack after placement=-452 ps, Max Clock Freq=715 MHz, H-Tree Depth=2, startpoint type of the worst setup path=flip-flop, Clock Skew=0 ps, Yosys reg bits=32, unrepaired setup endpoints after global routing=no, height of the die=68.8 µm, fraction of final layout cells with drive strength greater than 1=33.1%, clk slew on worst S/H paths=60 ps, average footprint of a synthesized cell=18.1 µm², largest register by flop count=Q, final worst-path cycle share=93.3%, classification of the worst-slack hold path=primary input to asynchronous set/reset pin, OpenROAD warning count=25, FF-to-FF path depth=1, clock buffer count from CTS=5, average wire per cell in the routed design=12.9 µm, cell leakage power=0.964 nW, starting DRC count in detailed routing=18, kind of critical path=flip-flop to primary output, gate count after technology mapping=74, Antenna Cells=0, number of cells on the critical path=1, Die Width=68.8 µm, family with the most delay on the worst path=buffers and inverters, flip-flop count of the largest register after layout=32, routability cong.=0.669, Slew HR=84.3%, Tot Pwr=0.00206 W, crit-path max FO=2, registers with the most flip-flops=Q (32), sum of negative setup slack=0 ps, first-pass GRT wire length=4290 µm, most instantiated logic cells after routing=clkdlybuf4s50_1, dfrtp_1, mux2_2, power per standard cell area=903 nW/µm², Site Rows=23, total count of hold-check failures in the final report=0, routed via count=908, chip area from the yosys synthesis statistics=1340 µm², DRC violation count after routing=0, # Cells Yosys=74, count of distinct cell types in the synthesized netlist=9, hold_buf cts=0, Synth Seq Share=59.9%, Via density=4.32, global-route total usage across every layer=12.7%, clock insertion delay at the later pin of the skew report=270 ps, setup slack of the critical path after layout=100 ps, IO Pins=70, fin crit period=1400 ps, count of final max-slew check failures=0, Final Hold Slack=383 ps
## path summary, 6_finish.rpt
| path | startpoint | endpoint | slack, ps |
|---|---|---|---|
| max | Q[6]$_DFFE_PN0P_ | Q[6] | 100 |
| min | reset_n | Q[19]$_DFFE_PN0P_ | 380 |
| max reg2reg | Q[4]$_DFFE_PN0P_ | Q[4]$_DFFE_PN0P_ | 740 |
| min reg2reg | Q[26]$_DFFE_PN0P_ | Q[26]$_DFFE_PN0P_ | 500 |
| max in group asynchronous | reset_n | Q[2]$_DFFE_PN1P_ | 870 |
| min in group clk0 | Q[26]$_DFFE_PN0P_ | Q[26]$_DFFE_PN0P_ | 500 |
## repair_timing
item | CTS | global route
endpoints found under the setup margin | 33 | 0
gates resized | 5 | 0
buffers inserted | 4 | 0
## report_power, final
group          total [W]  leakage (nW)  internal [W]  switching (W)
Combinational   0.000468         0.553      0.000359       0.000109
Clock           0.000604        0.0395      0.000329       0.000276
Sequential      0.000990         0.372      0.000950      0.0000406
Total            0.00206         0.964       0.00164       0.000425
## cell usage after synthesis
library cell	number
and2b_1	1
dfrtp_1	31
dfstp_2	1
mux2_2	24
mux2_4	8
mux2i_4	4
nor2_4	1
nor2_8	1
nor2b_1	3
## through the flow
stage               area [µm²]  cells  utilization (%)
detailed placement        2170    198             52.3
finish                    2280    210             55.1
global placement          2170    198             52.3
global route              2280    210             55.1
CTS                       2280    210             55.1
floorplan                 1340     74                -
## area by class of cell
cell class,count,area [µm²]
Clock buffer,8,80.1
Timing Repair Buffer,78,802
Multi-Input combinational cell,42,538
Sequential cell,32,802
Tap cell,50,62.6
Fill cell,347,1860
## cells by family (layout without fill, tap and decap cells)
group	count (synthesis)	after routing	share of synthesized area (%)
multiplexers	36	36	35.9
flip-flops	32	32	59.9
AND/OR/NAND/NOR	6	6	4.30
buffers and inverters	0	86	0
## routing by layer
layer / track usage, % / wire length [µm] / up-vias
li1: - / - / 434
met1: 16.3 / 1130 / 439
met2: 21.9 / 1330 / 27
met3: 3.17 / 175 / 8
met4: 3.06 / 70 / 0
met5: 0 / 0 / -
No activity file was given, so power comes from the tool's default toggle rates.
