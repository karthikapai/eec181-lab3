==> /design/flow/design.v <==
module sdram_master (
input clk,
input reset_n,
input waitrequest,
input readdatavalid,
input [15:0] readdata,
output reg read_n = 1,
output reg write_n = 1,
output reg chipselect,
output reg [31:0] address =0,
output reg [1:0] byteenable,
output reg [15:0] writedata
);
reg arrayfull = 0;
reg done_sort = 0;
reg [15:0] stored_array [0:9];
always @( posedge clk )     
	begin
		if(!reset_n) begin                 
			read_n <= 1;
			write_n <= 1;
			end
		else begin
			if(arrayfull ==0)    
				read_n <= 0;     
			else 
				read_n <= 1;     
			if(done_sort ==0)    
				write_n <= 1;    
			else 
				write_n <= 0;    
			end
	end
integer index = 0;
always @ (posedge clk)	   
	begin
		if(readdatavalid) begin
		stored_array[index] <=  readdata;   
		index <= index +1;
		end		
	end
always @(index)
begin
	if(index<10)
		arrayfull = 0;
	else 
		arrayfull =1;
end
reg [15:0] max = 0;
reg [15:0] min =0;
reg start_loop =0;
integer k;	
always @ (arrayfull)
	begin
		if(arrayfull ==1) 
		 begin
			if(stored_array[0] > stored_array[1]) begin
				max <= stored_array[0];
				min <= stored_array[1];
				start_loop <= 1;
				end
			else begin 
				max <= stored_array[1];
				min <= stored_array[0];
				start_loop <= 1;
				end
			if(start_loop ==1) begin
				for (k=2; k<10;k= k+1)
					begin 
						 if (stored_array[k] > max) 
							max <= stored_array[k];
						 else if (stored_array[k] < min)
							min <= stored_array[k];
					end 
				end
			if(k == 10)   
				done_sort = 1;
		 end
	end
reg [15:0] maxmin [0:1];
integer m=0;
always @(posedge clk)	
	begin
		maxmin[0] <= max;
		maxmin[1] <= min;
		if(done_sort ==1 & m<2) begin
			m <= m+1;
			address <= address +1;
			#2;
			writedata <= 2; 
			end
	end
endmodule	
==> /design/flow/run.sh <==
#!/bin/bash
# OpenROAD 26Q1-2900-gdf79404cd8, Yosys 0.63+post, stock flow scripts
make -C /OpenROAD-flow-scripts/flow DESIGN_CONFIG=/design/flow/config.mk WORK_HOME=/design/flow/orfs finish
==> /design/flow/config.mk <==
export PLATFORM = sky130hd
export DESIGN_NAME = sdram_master
export DESIGN_NICKNAME = sdram_master
export VERILOG_FILES = /design/flow/design.v
export SDC_FILE = /design/flow/constraint.sdc
export NUM_CORES = 4
export LEC_CHECK = 1
export CORE_UTILIZATION = 30
==> /design/flow/constraint.sdc <==
current_design sdram_master

set clk_period 8.0
set clk_io_pct 0.2

create_clock -name clk0 -period $clk_period [get_ports {clk}]

set non_clock_inputs [all_inputs -no_clocks]
set_input_delay [expr $clk_period * $clk_io_pct] -clock clk0 $non_clock_inputs
set_output_delay [expr $clk_period * $clk_io_pct] -clock clk0 [all_outputs]
==> results.json <==
{
  "dominantRegCellSynth": "sky130_fd_sc_hd__edfxtp_1",
  "number_of_antenna_violations_at_the_first_check_in_global_routing": 0,
  "detailroute.wirelength.met3_um": 390,
  "initial_core_util": 0.308,
  "place_inst": 776,
  "power.density_mw_per_mm2": 156,
  "syn_inst": 486,
  "htree_num_levels": 3,
  "timing.critical_path.slowest_cell_delay_ns": 0.52,
  "holdCritPathClass": "reg2reg",
  "layout-drive-gt1-share": 0.0526,
  "fillers": 1782,
  "boundaryPins": 73,
  "syn_area_per_cell_um2": 11.9,
  "detail_route.vias_per_cell": 4.59,
  "number_of_enable_type_register_cells_in_the_synthesized_netlist": 96,
  "max-vdd-ir-drop_v": 0.0000897,
  "std_cell_rows": 50,
  "timing_limited_maximum_frequency_mhz": 339,
  "layout_top_cell": "sky130_fd_sc_hd__edfxtp_1",
  "routedWlPerCell_um": 12.2,
  "total_global_route_track_usage": 0.103,
  "dr.first_iter.drc_count": 193,
  "dr.max_layer_used": "met4",
  "path_cells": "clkdlybuf4s50_1",
  "static-leakage-power_nw": 2.25,
  "setup_tns_ns": 0,
  "chipWidth_um": 141,
  "final_report_setup_violation_count": 0,
  "grt_start_max_net_pins": 35,
  "final_core_util": 0.354,
  "critical_path_peak_fanout": 6,
  "yosys_cells": 486,
  "placed_cell_area_mm2": 0.00640,
  "ant_nets": 0,
  "first_global_vias": 3386,
  "register_pins_left_without_a_clock": 34,
  "cts_resized": 0,
  "timing.critical_path.max_delay_family": "buffers and inverters",
  "finalWeightedCongestion": 0.769,
  "met2RoutedLength_um": 4240,
  "core_area_mm2": 0.0188,
  "finalInstanceArea_mm2": 0.00667,
  "drv.max_cap_violation_count": 0,
  "yosys_warnings": 37,
  "worstSetupStartpointType": "register",
  "globalRoute.totalOverflow": 0,
  "log.warning_count": 42,
  "share_of_synthesized_registers_carrying_an_async_set_or_reset": 0,
  "place_hpwl_um": 6340,
  "timing.critical_path.slowest_stage_cell": "sky130_fd_sc_hd__clkdlybuf4s50_1",
  "synth_flops": 132,
  "n_antenna_cell": 0,
  "clock_tree.buffer_depth": 2,
  "status": "complete, no violations",
  "cts_buffers": 9,
  "worst_skew_pair_latency_ns": 0.34,
  "die-area_mm2": 0.0199,
  "p_total_mw": 1.04,
  "dr_drc_count": 0,
  "post_synth_instance_area_mm2": 0.00580,
  "most-common-layout-cells": "96 x sky130_fd_sc_hd__edfxtp_1, 69 x sky130_fd_sc_hd__xnor2_1, 39 x sky130_fd_sc_hd__nand3_1, 37 x sky130_fd_sc_hd__nand4_1, 36 x sky130_fd_sc_hd__clkdlybuf4s50_1",
  "area_delta_synth_final_pct": 14.9,
  "holdBufCountCts": 0,
  "numPortBuffers": 36,
  "endpoints_left_unconstrained": 32,
  "period_minus_slack_ns": 2.95,
  "timing.critical_path.arrival_ns": 1.35,
  "netlist-cell-type-count": 32,
  "cts_tree": "done",
  "area_of_the_synthesized_netlist_per_yosys_stat_mm2": 0.00580,
  "wirelength_met1_um": 4860,
  "drt_first_pass_iters": 7,
  "final-hold-violation-count": 0,
  "worst_clock_skew_ns": 0.00742,
  "layout_worst_path_cycle_share": 0.368,
  "grt_pass1_wl_um": 16400,
  "required_ns": 6.40,
  "slew-limit-headroom": 0.420,
  "cts.repair_timing.setup_buffer_count": 0,
  "count_of_final_max_slew_check_failures": 0,
  "clk_transition_reported_paths_ns": 0.07,
  "drt-total-wl_um": 9630,
  "endpoint_kind": "output pin",
  "die_height_um": 141,
  "stdcell_count": 792,
  "worst_slew_pin_slew_ns": 0.867,
  "worstSetupPathType": "reg2out",
  "worst-path-buf-inv": 1,
  "clock_tree.root_cell": "sky130_fd_sc_hd__clkbuf_16",
  "grt_setup_unrepaired": "false",
  "via_count": 3639
}
## per-layer routing
layer / global-route usage / vias up
li1: - / 1812
met1: 0.164 / 1746
met2: 0.152 / 73
met3: 0.0256 / 8
met4: 0.0137 / 0
met5: 0 / -
## layout make-up
cell class              instances  area (um2)  area share
clock buffers                  13         240      0.0360
clock inverters                 3        23.8     0.00357
repair buffers                 39         383      0.0574
inverters                       8        30.0     0.00450
well taps                     260         325      0.0488
flip-flops and latches        132        3430       0.515
multi-input cells             337        2230       0.335
## state kept, by name, summed over array words and instances, names as in the netlist
name and count:
read_n 1, write_n 1, m 32, address 32, k 32, index 32, done_sort 1, start_loop 1
## worst paths after layout
kind	startpoint	cells after the start	slack, ns	endpoint
hold reg to reg	index[31]	1	0.58	index[31]
hold / removal	index[31]	1	0.58	index[31]
setup reg to reg	m[26]	5	5.28	m[13]
setup / recovery	address[12]	1	5.05	address[12]
## report_power, final
part / switching, mW / leakage (nW) / internal, mW / total, mW
registers: 0.0193 / 1.19 / 0.585 / 0.604
logic: 0.0197 / 0.942 / 0.0187 / 0.0384
clock network: 0.186 / 0.120 / 0.213 / 0.399
## per-stage QoR
stage | worst slack, ns | hold WS [ns]
floorplan | 5.18 | 0.527
detailed placement | 5.20 | 0.565
global route | 4.97 | 0.594
finish | 5.05 | 0.576
global placement | 5.21 | 0.561
CTS | 5.05 | 0.583
## synthesized netlist by cell type, types with 2 or more instances
| cell | n | area (um2) |
|---|---|---|
| sky130_fd_sc_hd__inv_1 | 8 | 30.0 |
| sky130_fd_sc_hd__conb_1 | 2 | 7.51 |
| sky130_fd_sc_hd__dfxtp_1 | 2 | 40.0 |
| sky130_fd_sc_hd__nand2_1 | 29 | 109 |
| sky130_fd_sc_hd__nor2b_1 | 30 | 188 |
| sky130_fd_sc_hd__o21ai_0 | 2 | 10.0 |
| sky130_fd_sc_hd__nor2_1 | 20 | 75.1 |
| sky130_fd_sc_hd__nand3_1 | 39 | 195 |
| sky130_fd_sc_hd__nor3_2 | 2 | 20.0 |
| sky130_fd_sc_hd__and2_1 | 4 | 25.0 |
| sky130_fd_sc_hd__and3_1 | 15 | 93.8 |
| sky130_fd_sc_hd__buf_4 | 20 | 150 |
| sky130_fd_sc_hd__nor4_4 | 4 | 85.1 |
| sky130_fd_sc_hd__nor3_1 | 6 | 30.0 |
| sky130_fd_sc_hd__ha_1 | 3 | 37.5 |
| sky130_fd_sc_hd__edfxtp_1 | 96 | 2880 |
| sky130_fd_sc_hd__clkbuf_1 | 5 | 18.8 |
| sky130_fd_sc_hd__nand4_1 | 37 | 231 |
| sky130_fd_sc_hd__nor4b_1 | 2 | 17.5 |
| sky130_fd_sc_hd__nor4_1 | 20 | 125 |
| sky130_fd_sc_hd__xor2_1 | 21 | 184 |
| sky130_fd_sc_hd__and4_1 | 6 | 52.6 |
| sky130_fd_sc_hd__xnor2_1 | 69 | 604 |
| sky130_fd_sc_hd__or2_2 | 2 | 12.5 |
| sky130_fd_sc_hd__dlxtn_1 | 34 | 510 |
| sky130_fd_sc_hd__nand3_2 | 2 | 20.0 |
## logic make-up (layout without fill, tap and decap cells)
group | count (synthesis) | count (layout) | share of synthesized area
compound gates | 4 | 4 | 0.00474
xor+xnor | 90 | 90 | 0.136
fa+ha+maj | 3 | 3 | 0.00647
buf+inv | 36 | 63 | 0.0366
flops | 98 | 98 | 0.504
latches | 34 | 34 | 0.0880
other cells | 2 | 21 | 0.00129
simple gates | 219 | 219 | 0.224
Power figures rest on the tool's default switching activity, not on a simulated workload.
