File: flow/run.sh
#!/bin/bash
# OpenROAD 26Q1-2900-gdf79404cd8, Yosys 0.63+post, stock flow scripts
make -C /OpenROAD-flow-scripts/flow DESIGN_CONFIG=/design/flow/config.mk WORK_HOME=/design/flow/orfs finish
File: flow/config.mk
export PLATFORM = sky130hd
export DESIGN_NAME = fourToSeven
export DESIGN_NICKNAME = fourToSeven
export VERILOG_FILES = /design/flow/design.v
export SDC_FILE = /design/flow/constraint.sdc
export NUM_CORES = 4
export LEC_CHECK = 1
export CORE_AREA = 10 10 70 70
export DIE_AREA = 0 0 80 80
File: flow/constraint.sdc
current_design fourToSeven

set clk_period 1.0
set clk_io_pct 0.2

create_clock -name clk0 -period $clk_period

set non_clock_inputs [all_inputs -no_clocks]
set_input_delay [expr $clk_period * $clk_io_pct] -clock clk0 $non_clock_inputs
set_output_delay [expr $clk_period * $clk_io_pct] -clock clk0 [all_outputs]
File: flow/design.v
module fourToSeven(
   input[3:0] hex,   
   output reg[0:6] seg
);
parameter ZERO = 7'b000_0001;
parameter ONE = 7'b100_1111;
parameter TWO = 7'b001_0010;
parameter THREE = 7'b000_0110;
parameter FOUR = 7'b100_1100;
parameter FIVE = 7'b010_0100;
parameter SIX = 7'b010_0000;
parameter SEVEN = 7'b000_1111;
parameter EIGHT = 7'b000_0000;
parameter NINE = 7'b000_1100;
parameter A = 7'b000_1000;
parameter B = 7'b110_0000;
parameter C = 7'b011_0001;
parameter D = 7'b100_0010;
parameter E = 7'b011_0000;
parameter F = 7'b011_1000;
always@(hex)
   case(hex)
       0: seg = ZERO;
       1: seg = ONE;
       2: seg = TWO;
       3: seg = THREE;
       4: seg = FOUR;
       5: seg = FIVE;
       6: seg = SIX;
       7: seg = SEVEN;
       8: seg = EIGHT;
       9: seg = NINE;
       10: seg = A;
       11: seg = B;
       12: seg = C;
       13: seg = D;
       14: seg = E;
       15: seg = F;
endcase
endmodule 
==> reports/writeup.txt <==
The flow ran to the end, but the final reports show violations. The final reports fail on setup timing. Routability congestion estimate: 0.741. The routed design shows a wire length per standard cell of 8.83 um.

The number of clock buffers in the layout is 0. The run gives 962 um for the overall routed net length. For reference, the critical path is launched at hex[0].

The logic area was 330 um^2. The iteration count of the initial detailed-routing pass was 3. Area occupied by registers: 0 um^2.

STA classifies the critical path endpoint as an output port. With the post-synthesis share of cell area spent on full adders, half adders and majority gates at 0.283, the die boundary width is 80 um. Summed over all nets, the half-perimeter wirelength after detailed placement is 765 um. Kind of critical path: in -> out. Signed area change from the synthesized netlist to the final layout: 139%.

In this run the critical path is formed by buf_8, buf_6, ha_4, nor2_1, or3b_1, o31ai_1, buf_2. The routed design shows a via density per instance of 3.22. The post-synthesis share of cell area spent on and-or and or-and gates was 0.302.

The run gives 14 for the violation count after the first detailed-routing iteration. Row generation in the floorplan step produced 21 rows. The tools report the global route total overflow as 0. After detailed placement, the total cell area comes to 563 um^2.

With the share of final-layout standard cells stronger than drive strength 1 at 0.730, the via count is 351. The final report lists the setup-violating endpoint count as 7. Entering global routing, the biggest net connects 8 pins.

The synthesized netlist contains 19 unique library cells. The transition time at the pin with the least slew margin came out at 0.230 ns. Global routing usage summed across all routing layers: 0.0302. The total number of cells along the worst setup path works out to 7. The routed layout reports a DRC error count of 0. With the proportion of synthesized chip area in sequential cells at 0, the required time at the endpoint of the critical path is 0.80 ns. Per STA, the worst path accumulates the most delay in the family simple AND/OR/NAND/NOR gates.

The run gives 352 for the number of global-route vias before repair. Remaining antenna violation count after routing: 0. STA classifies the critical path startpoint as an input port. Post-layout minimum cycle time: 1.29 ns.

The number of violations of the max-capacitance limit came out at 0. The largest stage delay on the critical path was 0.36 ns. For the post-route cell area, the log shows 634 um^2. Among the non-sequential cells, AND-OR/OR-AND gates take the most area. The run gives 11 for the quantity of I/O buffers inserted on ports.

On the final layout, the worst hold slack is 0.876 ns. The maximum fanout count along the critical path came out at 4. In the final report, the number of pins over their slew limit comes to 0.

After layout, the design draws a total of 0.246 mW. The final worst-path setup slack is -0.295 ns. The Yosys warning count was 1.

The worst VDD IR drop from the latest analysis is 0.173 mV. In this run the mean area of a mapped cell was 6.98 um^2. The tools report the floorplan core area as 0.00342 mm^2.

In the final layout, the fill cell count is 381. Setup repair after global routing could not meet its margin everywhere. The number of antenna violations at the first check in global routing is 0. The proportion of synthesized area in mux cells works out to 0.0991. Counting endpoints that fail hold in the final report gives 0.

The flow reported a cell area power density of 388 mW/mm^2. The antenna diode count was 0. Global-route wire length before repair: 1660 um. The run gives 39 for the number of OpenROAD warnings. Xor and xnor fraction of the mapped netlist area: 0.

The script extracted a total leakage power of 0.278 nW. According to the floorplan report, the die height is 80 um. The tools report the count of flip-flops and latches as 0. Total cell area reported by yosys after synthesis: 265 um^2. In this run the cell area of the synthesized design comes to 265 um^2.

Timing would allow up to 0.772 GHz. The timing report notes that buffer and inverter cells on the critical path total 3. Per STA, the endpoint of the critical path is seg[0]. The area of the die is 0.00640 mm^2. The yosys cell count is 38. STA reports the tightest min-delay check as being of type in -> out. The report puts the hold buffer count at CTS at 0. The share of the core filled by cells before placement was 0.0777.

The largest individual stage delay along the critical path comes from the cell sky130_fd_sc_hd__or3b_1. The tools report the gate count of the mapped netlist as 38. The arrival time of data at the worst endpoint is listed as 1.09 ns. The run gives 1.29 for the final period utilization. The simple-gate portion of the synthesized area is 0.226. For the remaining max-slew budget at the tightest pin, the log shows 0.846. During I/O placement, the number of pins put on the boundary was 11.
final cells by class:
| class | instances | area share |
|---|---|---|
| Tap cell | 46 | 0.0907 |
| Inverter | 3 | 0.0296 |
| Multi-Input combinational cell | 33 | 0.521 |
| Timing Repair Buffer | 27 | 0.359 |
through the flow:
step	setup WS, ns	std cells	utilization	TNS (ns)
after detailed placement	-1.22	108	0.165	-7.90
after floorplan	0.00853	38	-	0
final	-0.295	109	0.186	-1.60
after global routing	-0.344	109	0.186	-1.90
after CTS	-0.298	109	0.181	-1.72
after global placement	-1.21	108	0.165	-7.83
cell families after synthesis:
kind of cell | Yosys count
AND/OR/NAND/NOR | 13
buffers and inverters | 5
adder cells (fa/ha/maj) | 6
multiplexers | 2
AND-OR/OR-AND | 12
repair_timing:
| action | CTS | global route |
|---|---|---|
| pin swaps | 10 | 4 |
| setup buffers | 1 | 0 |
| resized | 60 | 4 |
| endpoints found under the setup margin | 7 | 7 |
cell usage after synthesis (all sizes together):
| cell | n | area (um^2) |
|---|---|---|
| a21boi | 1 | 7.51 |
| a21oi | 3 | 15.0 |
| a22o | 1 | 8.76 |
| buf | 2 | 12.5 |
| ha | 6 | 75.1 |
| inv | 3 | 11.3 |
| mux2 | 2 | 26.3 |
| nand2 | 2 | 7.51 |
| nand3 | 3 | 15.0 |
| nor2 | 6 | 22.5 |
| nor2b | 1 | 6.26 |
| o21ai | 5 | 25.0 |
| o31ai | 1 | 7.51 |
| o32ai | 1 | 16.3 |
| or3b | 1 | 8.76 |
power by group:
group	switching, mW	internal, mW
Combinational	0.104	0.142
Clock	0	0
Sequential	0	0
worst min-delay path by stage:
| stage | endpoint | cells after the start | from |
|---|---|---|---|
| 6_report | seg[4] | 5 | hex[2] |
| 5_1_grt | seg[4] | 5 | hex[2] |
| 4_1_cts | seg[1] | 5 | hex[2] |
routing by layer:
layer	track usage	wire (um)
met5	0	0
met4	0.00352	0
met3	0.00341	15
met2	0.0594	557
met1	0.0343	389
layout by cell type (no fill, tap or decap), drive strengths merged:
| master | instances |
|---|---|
| or3b | 1 |
| nand2 | 2 |
| a22o | 1 |
| mux2 | 2 |
| o21ai | 5 |
| nor2b | 1 |
| nand3 | 3 |
| dlygate4sd2 | 2 |
| o32ai | 1 |
| a21boi | 1 |
| o31ai | 1 |
| a21oi | 3 |
| inv | 3 |
| buf | 25 |
| ha | 6 |
| nor2 | 6 |
Power and IR drop assume default switching activity.
